==> config.mk <==
export PLATFORM = sky130hd
export DESIGN_NAME = reaction_timer_top
export DESIGN_NICKNAME = reaction_timer_top
export VERILOG_FILES = /design/flow/design.v
export SDC_FILE = /design/flow/constraint.sdc
export NUM_CORES = 4
export LEC_CHECK = 1
export CORE_UTILIZATION = 30
export SYNTH_HDL_FRONTEND = slang
==> constraint.sdc <==
current_design reaction_timer_top

set clk_period 12.1
set clk_io_pct 0.2

create_clock -name clk0 -period $clk_period [get_ports {clk}]

set non_clock_inputs [all_inputs -no_clocks]
set_input_delay [expr $clk_period * $clk_io_pct] -clock clk0 $non_clock_inputs
set_output_delay [expr $clk_period * $clk_io_pct] -clock clk0 [all_outputs]
==> design.v <==
module basys_ssd(input logic clk,	 
				input logic rst,	 
				input logic [6:0] ssd_in [3:0],	 
				output logic [3:0] an,	 
				output logic [6:0] seg	 
);
	logic clk_in;	 
	clock_divider #(50000) my_clock(clk, rst, clk_in);	 
	logic [1:0] counter;	 
	always_ff @(posedge clk_in, posedge rst)
		if (rst) counter <= 0;
		else counter <= counter + 1;
	always_comb begin
		case (counter)
			2'd0:	an = 4'b1110;	 
			2'd1:	an = 4'b1101;	 
			2'd2:	an = 4'b1011;	 
			2'd3:	an = 4'b0111;	 
		endcase
		seg = ssd_in[counter];
	end
endmodule
module binary_to_ssd(input logic [$clog2(10000)-1:0] binary_in,	 
					output logic [6:0] display_out [3:0]	 
);
	logic [3:0] decimal_in_0, decimal_in_1, decimal_in_2, decimal_in_3;
	logic [6:0] display_bits_0, display_bits_1, display_bits_2, display_bits_3;
	always_comb begin
		decimal_in_0 = binary_in % 10;
		decimal_in_1 = (binary_in/10) % 10;
		decimal_in_2 = (binary_in/100) % 10;
		decimal_in_3 = (binary_in/1000) % 10;
	end
	seven_segment_digit ssd_0(decimal_in_0, display_bits_0);
	seven_segment_digit ssd_1(decimal_in_1, display_bits_1);
	seven_segment_digit ssd_2(decimal_in_2, display_bits_2);
	seven_segment_digit ssd_3(decimal_in_3, display_bits_3);
	always_comb begin
		display_out[0] = display_bits_0;		 
		display_out[1] = display_bits_1;		 
		display_out[2] = display_bits_2;		 
		display_out[3] = display_bits_3;		 
	end
endmodule
module clock_divider
	#(parameter DIVISOR = 50000)	 
	(input logic clk_in,	 
	input logic rst,	 
	output logic clk_out);	 
	logic [$clog2(DIVISOR)-1:0] counter = 0;	 
	always_ff @(posedge clk_in, posedge rst)	 
		if (rst) begin
			counter <= '0;
			clk_out <= 1'b0;
		end
		else if (counter == DIVISOR-1) begin
			counter <= '0;
			clk_out <= ~clk_out;
		end
		else counter <= counter + 1;
endmodule
module random_number_generator(input logic clk,
								input logic rst,	 
								input logic generate_num,	 
								output logic [7:0] random_number);
	always_ff @(posedge clk, posedge rst)
		if (rst) 
			random_number <= 'd100;	 
		else if (generate_num)
			random_number <= {random_number[6:0], random_number[7] ^ random_number[5] ^ random_number[4] ^ random_number[3]};
endmodule
module reaction_timer_top(
	input logic 		clk,			 
	input logic 		rst,			 
	input logic 		start_stop_btn,	 
	output logic 		led,			 
	output logic [3:0] 	an,				 
	output logic [6:0] 	seg				 
);
	typedef enum logic [1:0] {S0, S1, S2, S3} statetype;
	statetype state, nextstate;
	logic start_btn_d;
	logic start_pulse;
	logic my_clk;
	logic [7:0] delay;
	logic [7:0] delay_counter;
	logic delay_done;
	logic stopwatch_en;
	logic [$clog2(10000)-1:0] elapsed_time;
	logic [$clog2(10000)-1:0] display_value;
	logic [6:0] ssd_digits [3:0];
	random_number_generator my_rng(clk, rst, state == S0, delay);
	stopwatch my_stopwatch(clk, rst, stopwatch_en, elapsed_time);
	binary_to_ssd my_b2ssd(display_value, ssd_digits);
	basys_ssd my_ssd(clk, rst, ssd_digits, an, seg);
	clock_divider #(500000) my_clock_divider(clk, rst, my_clk);	 
	always_ff @(posedge clk or posedge rst) begin
		if (rst) begin
			start_btn_d <= 0;
			start_pulse <= 0;
		end 
		else begin
			start_pulse <= start_stop_btn & ~start_btn_d;
			start_btn_d <= start_stop_btn;
		end
	end
	always_ff @(posedge my_clk, posedge rst) begin
		if (rst) begin
			delay_counter <= 0;
			delay_done <= 0;
		end
		else if (state == S1) begin
			if (delay_counter >= delay)
				delay_done <= 1;
			else begin
				delay_counter <= delay_counter + 1;
				delay_done <= 0;
			end
		end
		else begin
			delay_counter <= 0;
			delay_done <= 0;
		end
	end
	always_ff @(posedge clk, posedge rst)
		if (rst) state <= S0;
		else state <= nextstate;
	always_comb begin
		nextstate = state;
		stopwatch_en = 0;
		led = 0;
		case(state)
			S0:	begin	 
				if (start_pulse) nextstate = S1;
				else nextstate = S0;
			end
			S1: begin 	 
				if (delay_done) nextstate = S2;
				else nextstate = S1;
			end
			S2:	begin	 
				stopwatch_en = 1;	 
				led = 1;	 
				if (start_pulse)
					nextstate = S3;
				else nextstate = S2;
			end
			S3:	begin	 
			end
		endcase
	end
	always_comb begin		
		if (state == S2 || state == S3)
			display_value = elapsed_time;
		else
			display_value = 0;
	end
endmodule
module seven_segment_digit(input logic [3:0] digit,
							output logic [6:0] display_bits	 
);
	always_comb
		case(digit)
			0:			display_bits = 7'b000_0001;
			1:			display_bits = 7'b100_1111;
			2:			display_bits = 7'b001_0010;
			3:			display_bits = 7'b000_0110;
			4:			display_bits = 7'b100_1100;
			5:			display_bits = 7'b010_0100;
			6:			display_bits = 7'b010_0000;
			7:			display_bits = 7'b000_1111;
			8:			display_bits = 7'b000_0000;
			9:			display_bits = 7'b000_1100;
			default:	display_bits = 7'b111_1111;
		endcase
endmodule
module stopwatch(input logic clk,	 
				input logic rst,	 
				input logic start_watch,	 
				output logic [$clog2(10000)-1:0] elapsed_time	
);
	logic clk_in;	 
	clock_divider my_clk(clk, rst, clk_in);	 
	always_ff @(posedge clk_in, posedge rst)
		if (rst) 
			elapsed_time <= '0;
		else if (elapsed_time == 9999 && start_watch == 1)
			elapsed_time <= '0;
		else if (start_watch == 1)
			elapsed_time <= elapsed_time + 1;
endmodule
==> run.sh <==
#!/bin/bash
# OpenROAD 26Q1-2900-gdf79404cd8, Yosys 0.63+post, stock flow scripts
make -C /OpenROAD-flow-scripts/flow DESIGN_CONFIG=/design/flow/config.mk WORK_HOME=/design/flow/orfs finish
==> flow_metrics.tcl <==
# place-and-route summary
set metrics [dict create \
    cts_buffer_depth 2 \
    startpoint "state[3]" \
    cts_tree "built" \
    hold_viol_final 0 \
    cp_slowest_cell "clkdlybuf4s50_1" \
    core-area_um2 41100 \
    total_leakage_power_uw 0.00574 \
    cp-start-kind "register" \
    grt_pass1_wl_um 58000 \
    place_congestion 0.959 \
    hp-start "start_btn_d" \
    dp_cells 2214 \
    criticalPathCategory "register to output port" \
    fill_cells 4196 \
    first_global_vias 11600 \
    ys_cells 1707 \
    p_per_area_nw_per_um2 35.2 \
    drive_above_1_share 0.149 \
    yosys.cell_types.count 121 \
    layout_top_cell "nand2_1" \
    drc_errors 0 \
    crit_fanout 8 \
    clkLatencyLatePin_ps 330 \
    final_cells 2246 \
    totalPowerFinal_uw 503 \
    diodes 0 \
    postSynthCellCount 1707 \
    placementRows 74 \
    run_status "completed" \
    cts_made_buffers 9 \
    critPathCaptureType "output port" \
    setup_viol 0 \
    die_y_um 207 \
    slowest_delay_ps 550 \
    ir_drop_mv 0.0604 \
    finalCritPeriodShare 0.970 \
    initial_utilization 0.306 \
    drt-vias-per-instance 5.69 \
    io_pins 15 \
    clock_skew_ps 7.65 \
    first_iter_violations 1224 \
    htree_levels 3 \
    ys.flop_type "dfrtp_1" \
    r2r-start "my_clock_divider.counter[5]" \
    drv_cap 0 \
    dp_hpwl_um 26800 \
    hold_path.class "register to register" \
    relSlewSlack 0.390 \
    area_delta_synth_final_pct 13.3 \
    synthArstFlopShare 1.00 \
    grt_overflow 0 \
    ant_nets 0 \
    ys_ff 93 \
    edf_count 0 \
    dr.pass1.iters 7 \
    pre_cts_ws_ps 202 \
    grtUsageTotal 0.165 \
    hold_buffers 0 \
    antenna_found_initial 0 \
    drt-total-wl_um 35100 \
    vias 12800 \
    cp.arrival_ps 9320 \
    path_clk_slew_ps 60 \
    grt_max_degree 49 \
    ys_warn_count 0 \
    die_width_um 207 \
    tightestPinTransition_ps 908 \
    fmax_mhz 85.2 \
    syn_area_um2 12600 \
    synth_area_per_cell_um2 7.38 \
    ctsRootBufferMaster "clkbuf_16" \
    final_cell_mix "nand2_1, nor2_1, o21ai_0" \
    die_area_um2 42800 \
    port_buffers 14 \
    post_drt_wl_per_cell_um 15.6 \
    log.warning_count 50 \
    fin_crit_ps 11740 \
    ys_seq_share 0.185 \
    untimed_endpoints 29 \
    ys_area_um2 12600 \
    setup_slack_ps 359 \
    worstPathRequired_ps 9680 \
    slew_viol_final 0 \
    unclocked_pins 25 \
]
kinds of logic (layout without fill, tap and decap cells):
logic type / Yosys count / in the layout / synth area share
AOI/OAI and AO/OA: 544 / 544 / 0.311
xor gates and xnor gates: 111 / 111 / 0.0772
adders and majority gates: 60 / 60 / 0.0590
buffers and inverters: 146 / 152 / 0.0513
DFF: 93 / 93 / 0.185
muxes: 32 / 32 / 0.0269
and+or+nand+nor: 721 / 722 / 0.289
through the flow:
stage	util	hold slack (ps)	instance area (µm²)	setup TNS [ps]
after global placement	0.324	382	13300	0
after CTS	0.332	392	13600	0
after floorplan	-	378	12600	0
after detailed placement	0.324	384	13300	0
final	0.347	391	14300	0
after global routing	0.347	403	14300	-88.7
cells in the mapped netlist, types with 28 or more instances:
| cell type | instances | area, µm² |
|---|---|---|
| o21ai_0 | 105 | 526 |
| clkbuf_1 | 47 | 176 |
| nand2_1 | 195 | 732 |
| o211ai_1 | 28 | 210 |
| a21oi_1 | 96 | 480 |
| dfrtp_1 | 89 | 2230 |
| and3_1 | 30 | 188 |
| inv_1 | 60 | 225 |
| nor2_1 | 193 | 724 |
| nor3_1 | 37 | 185 |
| xor2_1 | 43 | 377 |
| ha_1 | 57 | 713 |
| nand3_1 | 62 | 310 |
| xnor2_1 | 68 | 596 |
sequential cells by signal, indices dropped and copies added, names as in the netlist:
register and count:
my_ssd.my_clock.counter 16, delay_counter 8, my_stopwatch.my_clk.counter 16, my_clock_divider.clk_out 1
delay_done 1, start_pulse 1, start_btn_d 1, my_ssd.my_clock.clk_out 1
state 4, my_rng.random_number 8, my_stopwatch.elapsed_time 14, my_stopwatch.my_clk.clk_out 1
my_ssd.counter 2, my_clock_divider.counter 19
cell type report:
| cell class | count | area (µm²) | area share |
|---|---|---|---|
| Clock inverter | 7 | 83.8 | 0.00587 |
| Timing Repair Buffer | 69 | 568 | 0.0398 |
| Clock buffer | 9 | 225 | 0.0158 |
| Multi-Input combinational cell | 1469 | 10100 | 0.711 |
| Tap cell | 532 | 666 | 0.0466 |
| Inverter | 67 | 254 | 0.0178 |
| Sequential cell | 93 | 2330 | 0.164 |
worst max-delay path: cells and delay by family, from the launching register on:
kind	cells	cell delay [ps]
buffers and inverters	4	1030
and+or+nand+nor	6	1910
xor gates and xnor gates	1	190
muxes	1	300
DFF	1	450
adders and majority gates	2	540
AOI/OAI and AO/OA	20	4570
worst paths after layout:
kind                                                  end  slack [ps]  depth (start not counted)
hold reg to reg                               start_pulse         390                          1
setup reg to reg             my_clock_divider.counter[17]       10240                          9
setup / recovery                                   seg[2]         360                         34
min in group asynchronous     my_clock_divider.counter[2]        2500                          2
hold / removal                                start_pulse         390                          1
max in group asynchronous  my_stopwatch.my_clk.counter[5]        8590                          3
timing repair:
item,CTS,global route
gates resized,4,103
gates cloned,0,1
buffers inserted,0,15
endpoints found under the setup margin,3,7
pin swaps,0,20
routing by layer:
layer	GRT usage	routed length (µm)	vias to the layer above
met4	0.0308	720	0
li1	-	-	6336
met2	0.262	15600	362
met1	0.248	17000	6034
met3	0.0146	1740	57
met5	0	0	-
power breakdown:
group	switching (µW)	internal, µW
combinational	6.01	0.925
clock	105	163
sequential	0.247	228
No activity file was given, so power comes from the tool's default toggle rates.
